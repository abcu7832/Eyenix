==> /design/flow/design.v <==
module fifo_1toN #(
    parameter N         = 8,    
    parameter LANE_W    = 8,    
    parameter DEPTH     = 8,
    parameter PFULL_TH  = 10,
    parameter PEMPTY_TH = 10,
    parameter DEBUG_MODE = 0
)(
    input                         i_wr_clk,
    input                         i_wr_rstn,
    input                         i_wr_en,
    output                        o_wr_full,
    output                        o_wr_afull,
    output                        o_wr_pfull,
    input  [N*LANE_W-1:0]         i_wr_data,
    output [DEPTH:0]              o_wr_remain,
    input                         i_rd_clk,
    input                         i_rd_rstn,
    input                         i_rd_en,       
    output                        o_rd_empty,    
    output                        o_rd_aempty,   
    output                        o_rd_pempty,   
    output [N*LANE_W-1:0]         o_rd_data,
    output [DEPTH:0]              o_rd_depth,    
    output [31:0]                 o_wr_count,
    output [31:0]                 o_wr_trial,
    output [31:0]                 o_wr_fail,
    output [31:0]                 o_rd_count,
    output [31:0]                 o_rd_trial,
    output [31:0]                 o_rd_fail
);
    localparam WIDTH = N*LANE_W;
    wire [WIDTH-1:0] fifo_rd_data;
    wire             fifo_empty;
    wire             fifo_aempty, fifo_pempty;
    wire             fifo_rd_en;
    reg [WIDTH-1:0] hold_data;
    reg             hold_valid;
    wire prefetch = (~hold_valid) && (~fifo_empty);
    wire consume  = ( hold_valid) && ( i_rd_en);
    assign o_rd_aempty = fifo_aempty;
    assign o_rd_pempty = fifo_pempty;
    assign fifo_rd_en = consume;
    always @(posedge i_rd_clk or negedge i_rd_rstn) begin
        if (!i_rd_rstn) begin
            hold_valid <= 1'b0;
            hold_data  <= 0;
        end else begin            
            if (prefetch) begin
                hold_data  <= fifo_rd_data;
                hold_valid <= 1'b1;
            end
            if (consume) begin
                hold_valid <= 1'b0;
            end
        end
    end
    assign o_rd_empty = ~hold_valid;
    assign o_rd_data = hold_data;
    async_fifo #(
        .WIDTH     (WIDTH),
        .DEPTH     (DEPTH),
        .PFULL_TH  (PFULL_TH),
        .PEMPTY_TH (PEMPTY_TH),
        .DEBUG_MODE(DEBUG_MODE)
    ) U_async_fifo (
        .i_wr_clk    (i_wr_clk),
        .i_wr_rstn   (i_wr_rstn),
        .i_wr_en     (i_wr_en),
        .o_wr_full   (o_wr_full),
        .o_wr_afull  (o_wr_afull),
        .o_wr_pfull  (o_wr_pfull),
        .i_wr_data   (i_wr_data),
        .o_wr_remain (o_wr_remain),
        .i_rd_clk    (i_rd_clk),
        .i_rd_rstn   (i_rd_rstn),
        .i_rd_en     (fifo_rd_en),        
        .o_rd_empty  (fifo_empty),
        .o_rd_aempty (fifo_aempty),
        .o_rd_pempty (fifo_pempty),
        .o_rd_data   (fifo_rd_data),
        .o_rd_depth  (o_rd_depth),
        .o_wr_count  (o_wr_count),
        .o_wr_trial  (o_wr_trial),
        .o_wr_fail   (o_wr_fail),
        .o_rd_count  (o_rd_count),
        .o_rd_trial  (o_rd_trial),
        .o_rd_fail   (o_rd_fail)
    );
endmodule
module async_fifo #(
    parameter WIDTH = 8,
    parameter DEPTH = 8,
    parameter PFULL_TH = 10,
    parameter PEMPTY_TH = 10,
    parameter DEBUG_MODE = 0 
)(
    input             i_wr_clk,
    input             i_wr_rstn,
    input             i_wr_en, 
    output            o_wr_full,
    output            o_wr_afull,
    output            o_wr_pfull,
    input [WIDTH-1:0] i_wr_data,
    output [DEPTH:0]  o_wr_remain,
    input              i_rd_clk,
    input              i_rd_rstn,
    input              i_rd_en, 
    output             o_rd_empty,
    output             o_rd_aempty,
    output             o_rd_pempty,
    output [WIDTH-1:0] o_rd_data,
    output [DEPTH:0]   o_rd_depth,
    output [31:0] o_wr_count,
    output [31:0] o_wr_trial,
    output [31:0] o_wr_fail,
    output [31:0] o_rd_count,
    output [31:0] o_rd_trial,
    output [31:0] o_rd_fail
);
    wire [DEPTH-1:0] waddr, raddr;
    wire [DEPTH:0] wptr, wrptr2, rptr, rwptr2;
    generate if (DEBUG_MODE) begin
        DEBUG #(
            .WIDTH(WIDTH),
            .DEPTH(DEPTH),
            .PFULL_TH(PFULL_TH),
            .PEMPTY_TH(PEMPTY_TH)
        ) U_DEBUG (
            .wr_clk(i_wr_clk),
            .wr_rstn(i_wr_rstn),
            .wr_en(i_wr_en),
            .wr_full(o_wr_full),
            .wr_afull(o_wr_afull),
            .wr_pfull(o_wr_pfull),
            .wr_data(i_wr_data),
            .rd_clk(i_rd_clk),
            .rd_rstn(i_rd_rstn),
            .rd_en(i_rd_en),
            .rd_empty(o_rd_empty),
            .rd_aempty(o_rd_aempty),
            .rd_pempty(o_rd_pempty),
            .rd_data(o_rd_data),
            .o_wr_count(o_wr_count),
            .o_wr_trial(o_wr_trial),
            .o_wr_fail(o_wr_fail),
            .o_rd_count(o_rd_count),
            .o_rd_trial(o_rd_trial),
            .o_rd_fail(o_rd_fail)
        );
    end
    endgenerate
    wptr_full #(
        .DEPTH(DEPTH),
        .PFULL_TH(PFULL_TH)
    ) FIFO_wptr_full (
        .wclk(i_wr_clk),
        .wrst_n(i_wr_rstn),
        .winc(i_wr_en),
        .wfull(o_wr_full),
        .afull(o_wr_afull),
        .pfull(o_wr_pfull),
        .waddr(waddr),
        .wptr(wptr),
        .rwptr2(rwptr2),
        .o_wr_remain(o_wr_remain)
    );
    sync #(
        .DEPTH(DEPTH)
    ) sync_r2w (
        .clk(i_wr_clk),
        .rst_n(i_wr_rstn),
        .ptr(rptr),
        .ptr2(rwptr2)
    );
    FIFO_Memory #(
        .WIDTH(WIDTH),
        .DEPTH(DEPTH)
    ) Dual_Port_RAM (
        .wclk(i_wr_clk),
        .wdata(i_wr_data),
        .wclken(i_wr_en & ~o_wr_full),  
        .waddr(waddr),
        .rdata(o_rd_data),
        .raddr(raddr)
    );
    sync #(
        .DEPTH(DEPTH)
    ) sync_w2r (
        .clk(i_rd_clk),
        .rst_n(i_rd_rstn),
        .ptr(wptr),
        .ptr2(wrptr2)
    );
    rptr_empty #(
        .DEPTH(DEPTH),
        .PEMPTY_TH(PEMPTY_TH)
    ) FIFO_rptr_empty (
        .rclk(i_rd_clk),
        .rrst_n(i_rd_rstn),
        .rinc(i_rd_en),
        .rempty(o_rd_empty),
        .aempty(o_rd_aempty),
        .pempty(o_rd_pempty),
        .raddr(raddr),
        .rptr(rptr),
        .wrptr2(wrptr2),
        .o_rd_depth(o_rd_depth)
    );
endmodule
module FIFO_Memory #(
    parameter WIDTH = 8,
    parameter DEPTH = 8
) (
    input wclk,
    input [WIDTH-1:0] wdata,
    input wclken,  
    input [DEPTH-1:0] waddr,
    output [WIDTH-1:0] rdata,
    input [DEPTH-1:0] raddr
);
    localparam MEM_SIZE = (1 << DEPTH);
    reg [WIDTH-1:0] register_memory [0:MEM_SIZE-1];
    always @(posedge wclk) begin
        if (wclken) begin
            register_memory[waddr] <= wdata;  
        end
    end
    assign rdata = register_memory[raddr];
endmodule
module rptr_empty #(
    parameter DEPTH = 8,
    parameter PEMPTY_TH = 2
) (
    input rclk,
    input rrst_n,
    input rinc,
    output reg rempty,
    output reg aempty,
    output reg pempty,
    output [DEPTH-1:0] raddr,
    output reg [DEPTH:0] rptr,
    input [DEPTH:0] wrptr2,
    output [DEPTH:0] o_rd_depth
);
    wire [DEPTH:0] wbin_sync, occ_r;
    assign o_rd_depth = occ_r;
    function automatic [DEPTH:0] gray2bin(input [DEPTH:0] g);
        integer i;
        begin
            gray2bin[DEPTH] = g[DEPTH];
            for (i = DEPTH-1; i >= 0; i=i-1) begin
                gray2bin[i] = gray2bin[i+1] ^ g[i];
            end
        end
    endfunction
    reg [DEPTH:0] rbin;
    wire [DEPTH:0] rgraynext, rbinnext;
    assign raddr = rbin[DEPTH-1:0];
    assign rbinnext = rbin + (rinc & ~rempty); 
    assign rgraynext = (rbinnext>>1) ^ rbinnext; 
    assign wbin_sync = gray2bin(wrptr2); 
    assign occ_r     = wbin_sync - rbinnext;
    wire rempty_val = (rgraynext == wrptr2);
    wire aempty_val = (occ_r == 1); 
    wire pempty_val = (occ_r <= PEMPTY_TH); 
    always @(posedge rclk or negedge rrst_n) begin
        if (!rrst_n) begin
            {rbin, rptr} <= 0;
        end else begin
            {rbin, rptr} <= {rbinnext, rgraynext};        
        end
    end
    always @(posedge rclk or negedge rrst_n) begin
        if (!rrst_n) begin
            rempty <= 1;
            aempty <= 0;
            pempty <= 1;
        end else begin
            rempty <= rempty_val; 
            aempty <= aempty_val;
            pempty <= pempty_val;
        end
    end
endmodule
module wptr_full #(
    parameter DEPTH = 8,
    parameter PFULL_TH = 2
) (
    input wclk, 
    input wrst_n,
    input winc,
    output reg wfull,
    output reg afull,
    output reg pfull,
    output [DEPTH-1:0] waddr,
    output reg [DEPTH:0] wptr,
    input [DEPTH:0] rwptr2,
    output [DEPTH:0] o_wr_remain
);
    wire [DEPTH:0] occ_w;
    assign o_wr_remain = (1<<DEPTH) - occ_w;
    function automatic [DEPTH:0] gray2bin(input [DEPTH:0] g);
        integer i;
        begin
            gray2bin[DEPTH] = g[DEPTH];
            for (i = DEPTH-1; i >= 0; i=i-1) begin
                gray2bin[i] = gray2bin[i+1] ^ g[i]; 
            end
        end
    endfunction
    reg  [DEPTH:0] wbin;
    wire [DEPTH:0] wgraynext, wbinnext;
    assign waddr = wbin[DEPTH-1:0];
    assign wbinnext = wbin + (winc & ~wfull); 
    assign wgraynext = (wbinnext>>1) ^ wbinnext; 
    wire [DEPTH:0] rbin_sync;
    assign rbin_sync = gray2bin(rwptr2);
    assign occ_w     = wbinnext - rbin_sync;
    localparam DEPTH_S = (1<<DEPTH);  
    wire wfull_val = (wgraynext=={~rwptr2[DEPTH:DEPTH-1], rwptr2[DEPTH-2:0]});
    wire afull_val = (occ_w == DEPTH_S - 1);
    wire pfull_val = (occ_w >= (DEPTH_S - PFULL_TH)); 
    always @(posedge wclk or negedge wrst_n) begin
        if (!wrst_n) begin 
            {wbin, wptr} <= 0;
        end else begin
            {wbin, wptr} <= {wbinnext, wgraynext};
        end
    end
    always @(posedge wclk or negedge wrst_n) begin
        if (!wrst_n) begin
            wfull <= 0;
            afull <= 0;
            pfull <= 0;
        end else begin
            wfull <= wfull_val;
            afull <= afull_val;
            pfull <= pfull_val;
        end
    end
endmodule
module sync #(
    parameter DEPTH = 8
) (
    input clk,
    input rst_n,
    input [DEPTH:0] ptr,
    output reg [DEPTH:0] ptr2
);
    reg [DEPTH:0] ptr1;
    always @(posedge clk, negedge rst_n) begin
        if (!rst_n) begin
            {ptr2, ptr1} <= 0;
        end else begin
            {ptr2, ptr1} <= {ptr1, ptr};
        end
    end
endmodule
module DEBUG #(
    parameter WIDTH = 8,
    parameter DEPTH = 8,
    parameter PFULL_TH = 10,
    parameter PEMPTY_TH = 10
) (
    input wr_clk,
    input wr_rstn,
    input wr_en,
    input wr_full,
    input wr_afull,
    input wr_pfull,
    input [WIDTH-1:0] wr_data,
    input rd_clk,
    input rd_rstn,
    input rd_en,
    input rd_empty,
    input rd_aempty,
    input rd_pempty,
    input [WIDTH-1:0] rd_data,
    output [31:0] o_wr_count,
    output [31:0] o_wr_trial,
    output [31:0] o_wr_fail,
    output [31:0] o_rd_count,
    output [31:0] o_rd_trial,
    output [31:0] o_rd_fail
);
    integer wr_count, wr_trial, wr_fail;
    integer rd_count, rd_trial, rd_fail;
    wire [3:0] wr_condi = {wr_en, wr_full, wr_afull, wr_pfull};
    wire [3:0] rd_condi = {rd_en, rd_empty, rd_aempty, rd_pempty};
    assign o_wr_trial = wr_trial;
    assign o_wr_count = wr_count;
    assign o_wr_fail = wr_fail;
    assign o_rd_count = rd_count;
    assign o_rd_trial = rd_trial;
    assign o_rd_fail = rd_fail;
    always @(posedge wr_clk, negedge wr_rstn) begin
        if (!wr_rstn) begin
            wr_count <= 0;
            wr_trial <= 0;
            wr_fail <= 0;
        end else begin
            wr_trial <= wr_trial + (wr_condi[3]);
            wr_count <= wr_count + (wr_condi[3:2] == 2'b10);
            wr_fail <= wr_fail + (wr_condi[3:2] == 2'b11);
            case (wr_condi)
                4'b1101: $display("W @%0t FIFO FULL", $time);
                4'b1101: $display("FIFO FULL");
                4'b1011: $display("W @%0t FIFO ALMOST FULL", $time);
                4'b1001: $display("W @%0t FIFO PROGRAM FULL", $time);
                default: ; 
            endcase
        end
    end
    always @(posedge rd_clk, negedge rd_rstn) begin
        if (!rd_rstn) begin
            rd_count <= 0;
            rd_trial <= 0;
            rd_fail <= 0;
        end else begin
            rd_trial <= rd_trial + (rd_condi[3]);
            rd_count <= rd_count + (rd_condi[3:2] == 2'b10);
            rd_fail <= rd_fail + (rd_condi[3:2] == 2'b11);
            case (rd_condi)
                4'b1101: $display("R @%0t FIFO EMPTY", $time);
                4'b1011: $display("R @%0t FIFO ALMOST EMPTY", $time);
                4'b1001: $display("R @%0t FIFO PROGRAM EMPTY", $time);
                default: ;
            endcase
        end
    end
endmodule
==> /design/flow/run.sh <==
#!/bin/bash
# OpenROAD 26Q1-2900-gdf79404cd8, Yosys 0.63+post, stock flow scripts
make -C /OpenROAD-flow-scripts/flow DESIGN_CONFIG=/design/flow/config.mk WORK_HOME=/design/flow/orfs finish
==> /design/flow/config.mk <==
export PLATFORM = sky130hd
export DESIGN_NAME = fifo_1toN
export DESIGN_NICKNAME = fifo_1toN
export VERILOG_FILES = /design/flow/design.v
export SDC_FILE = /design/flow/constraint.sdc
export NUM_CORES = 4
export LEC_CHECK = 1
export CORE_UTILIZATION = 40
export SYNTH_MEMORY_MAX_BITS = 65536
==> /design/flow/constraint.sdc <==
current_design fifo_1toN

set clk_period 328.3
set clk_io_pct 0.2

create_clock -name clk0 -period $clk_period [get_ports {i_rd_clk}]
create_clock -name clk1 -period $clk_period [get_ports {i_wr_clk}]

set non_clock_inputs [all_inputs -no_clocks]
set_input_delay [expr $clk_period * $clk_io_pct] -clock clk0 $non_clock_inputs
set_output_delay [expr $clk_period * $clk_io_pct] -clock clk0 [all_outputs]
==> impl_metrics.json <==
{
  "muxShareOfSynthArea": 0.154,
  "synthFlopType": "edfxtp_1",
  "grt_max_degree": 113,
  "syn_area_sq_mm": 0.629,
  "synth.most_common_cell": "edfxtp_1",
  "sequentialPowerShare": 0.398,
  "crit_chain": "clkdlybuf4s50_1, nand2_1, nor2_2, buf_4, ha_1, ha_1, xor2_1, inv_1, ha_1, a21o_1, a21oi_1, o21ai_0, a211oi_1, o21ai_0, nand2b_1, clkdlybuf4s50_1",
  "fp_util": 0.401,
  "ir_worst_vdd_uv": 8.25,
  "grt_first_pass_wirelength_mm": 2550,
  "topCombFamilyByArea": "multiplexers",
  "path_class": "input port to output pin",
  "simple_gate_area_frac": 0.0106,
  "critPathCapture": "o_rd_depth[8]",
  "crit_required_ns": 262.64,
  "portBuffers": 156,
  "drive_gt1_frac": 0.253,
  "yosysCellCount": 28300,
  "cp_max_fo": 4,
  "max_stage_delay_ns": 0.71,
  "ys_warn_count": 197,
  "fillers": 126000,
  "swShare": 0.315,
  "top_area_frac": 0.782,
  "async_reset_ff_frac": 0.00853,
  "hp-class": "flop to flop",
  "cpMostUsedCell": "ha_1",
  "relSlewSlack": 0.0972,
  "r2r_slack_ns": 319.07,
  "compound_area_frac": 0.0324,
  "edf_count": 16400,
  "slew_violations": 0,
  "placed_area_sq_mm": 0.666,
  "hold-worst-slack_ns": 0.282,
  "drtAntennaViolNets": 0,
  "netlist_top_cells_count": "edfxtp_1, mux4_2, mux2i_1, clkbuf_1",
  "adder_share": 0.000521,
  "dr.pass1.iters": 6,
  "r2r_cells": 17,
  "grt_pass1_vias": 333000,
  "xor_share": 0.00115,
  "core_area_sq_mm": 1.57,
  "cts_tree": "built",
  "die_w_mm": 1.26,
  "syn_to_final_growth_pct": 14.4,
  "synth_cell_types": 58,
  "wl_mm": 1830,
  "cts_sinks": 16500,
  "drtIter0Drc": 20100,
  "io_pins": 350,
  "critPathCaptureType": "output pin",
  "design_area_sq_mm": 0.720,
  "power.switching_mw": 1.87,
  "drcViolationCount": 0,
  "synth_flops": 16500,
  "reg2reg_to": "hold_data[15]",
  "grt_usage": 0.255,
  "pwr_density_cell_mw_per_mm2": 8.25,
  "syn_area_per_cell_sq_um": 22.2,
  "antenna_found_initial": 164,
  "combPwrFrac": 0.291,
  "critPathLaunchType": "input port",
  "drv_cap": 0,
  "rsz0062_at_grt": "no",
  "synth_cells": 28300,
  "vias_per_cell": 5.74,
  "p_leak_nw": 226,
  "ys_chip_area_sq_mm": 0.629,
  "dieArea_sq_mm": 1.58,
  "via_count": 303000,
  "tool_warnings": 36,
  "power.internal_mw": 4.07,
  "reg2reg_from": "U_async_fifo.FIFO_rptr_empty.rbin[0]",
  "finalHoldViolations": 0,
  "ys_seq_share": 0.787,
  "critPathSlowestCell": "nor2_2",
  "post_drt_wl_per_cell_microns": 34.7,
  "yosysTopAreaCell": "edfxtp_1",
  "post_cts_buffers": 0,
  "clkPwrFrac": 0.311,
  "tightest_slew_ns": 1.35,
  "tns_ns": 0,
  "gp_congestion": 0.906,
  "area_leaders": "edfxtp_1, mux4_2, mux2i_1, a22oi_1, o22ai_1",
  "fp-row-count": 460,
  "hpwl_mm": 1120,
  "crit_arrival_ns": 71.33,
  "finClkSkew_ns": 0.0865,
  "setup_viol": 0,
  "crit_start": "i_rd_en",
  "die_h_mm": 1.26,
  "status": "finished, final reports clean",
  "grt-ovfl-total": 0,
  "clkTransAtPathRegs_ns": 0.13
}
[worst max-delay path: cells and delay by family]
kind / cells / cell delay [ns]
buffers and inverters: 4 / 1.39
and+or+nand+nor: 3 / 1.43
AOI/OAI and AO/OA: 5 / 1.42
xor gates and xnor gates: 1 / 0.51
adders and majority gates: 3 / 0.89
[power by group through the flow]
stage | clock network (mW) | registers, mW | logic, mW
CTS | 1.87 | 2.36 | 1.73
global route | 1.95 | 2.36 | 1.83
finish | 1.85 | 2.36 | 1.73
[cell families (layout without fill, tap and decap cells)]
group / Yosys count / in the layout
muxes: 5437 / 5437
xor gates and xnor gates: 79 / 79
other: 1 / 611
AOI/OAI and AO/OA: 2919 / 2919
buffers and inverters: 1881 / 4885
DFF: 16500 / 16500
and+or+nand+nor: 1438 / 1438
adders and majority gates: 25 / 25
[metal layers]
layer / wire length, microns / track usage / up-vias
li1: - / - / 124000
met1: 510000 / 0.259 / 153000
met2: 811000 / 0.350 / 22000
met3: 410000 / 0.254 / 2849
met4: 90900 / 0.0929 / 191
met5: 8700 / 0.0353 / -
[state kept, by name (all words and copies together) (netlist names)]
name	count
U_async_fifo.FIFO_rptr_empty.rptr	9
U_async_fifo.FIFO_wptr_full.wptr	9
hold_data	64
U_async_fifo.sync_r2w.ptr1	9
U_async_fifo.FIFO_wptr_full.pfull	1
U_async_fifo.FIFO_wptr_full.wfull	1
hold_valid	1
U_async_fifo.sync_w2r.ptr1	9
U_async_fifo.FIFO_rptr_empty.rempty	1
U_async_fifo.FIFO_wptr_full.afull	1
U_async_fifo.FIFO_wptr_full.wbin	8
U_async_fifo.FIFO_rptr_empty.aempty	1
U_async_fifo.Dual_Port_RAM.register_memory	16384
U_async_fifo.sync_w2r.ptr2	9
U_async_fifo.FIFO_rptr_empty.pempty	1
U_async_fifo.FIFO_rptr_empty.rbin	8
U_async_fifo.sync_r2w.ptr2	9
[through the flow]
stage	instances	util	power, mW	worst slack, ns
finish	52700	0.459	5.94	191.31
global route	52600	0.459	6.14	191.06
CTS	52300	0.458	5.96	191.18
detailed placement	49300	0.425	4.13	191.19
global placement	49300	0.425	4.13	190.83
floorplan	28500	-	3.41	193.97
[worst min path at each step]
| stage | to | cells past startpoint | from | slack [ns] |
|---|---|---|---|---|
| final | U_async_fifo.sync_r2w.ptr1[3] | 1 | U_async_fifo.FIFO_rptr_empty.rptr[3] | 0.28 |
| after global routing | U_async_fifo.sync_r2w.ptr1[8] | 1 | U_async_fifo.FIFO_rptr_empty.rptr[8] | 0.32 |
| after CTS | U_async_fifo.sync_r2w.ptr1[8] | 1 | U_async_fifo.FIFO_rptr_empty.rptr[8] | 0.24 |
[final cells by class]
class / instances / area (sq um) / area share
sequential: 16500 / 496000 / 0.689
multi-input combinational: 10100 / 129000 / 0.179
clock buffer: 1958 / 43100 / 0.0599
tap: 20800 / 26000 / 0.0361
timing repair buffer: 1909 / 15700 / 0.0217
clock inverter: 986 / 9100 / 0.0127
antenna: 419 / 1050 / 0.00146
inverter: 32 / 128 / 0.000177
[placed cells by master, fill, tap and decap left out, types with 74 or more instances in the layout]
cell type | Yosys | routed
a31oi_1 | 129 | 129
clkdlybuf4s50_1 | 0 | 90
nor2_4 | 0 | 267
clkinv_1 | 0 | 390
a21oi_1 | 267 | 249
o22ai_1 | 640 | 640
o21ai_0 | 267 | 255
buf_4 | 258 | 1697
o221ai_1 | 256 | 256
mux2i_1 | 2043 | 2043
nor2b_1 | 78 | 75
nand2_1 | 410 | 400
conb_1 | 1 | 192
a211oi_1 | 321 | 306
clkbuf_16 | 0 | 1679
clkinvlp_4 | 0 | 74
a221oi_1 | 127 | 127
edfxtp_1 | 16400 | 16400
nor2_1 | 419 | 151
a22oi_1 | 640 | 640
and2_1 | 132 | 129
dfrtp_1 | 139 | 134
mux4_2 | 3394 | 3394
nand4_1 | 78 | 78
clkinv_2 | 0 | 301
bufinv_16 | 0 | 165
diode_2 | 0 | 419
clkbuf_1 | 909 | 276
nand3_1 | 158 | 135
[timing repair]
item,4_1_cts,5_1_grt
setup endpoints to repair,0,0
gates resized,0,0
hold buffers,9,0
endpoints found under the hold margin,9,0
No activity file was given, so power comes from the tool's default toggle rates.
